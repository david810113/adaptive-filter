## flow/design.v

```verilog
module add(in_1,in_2,rstn,out_1);
input [13:0] in_1,in_2;
input rstn;
output [13:0] out_1;
assign out_1 = in_1 + in_2;
endmodule
```

## flow/run.sh

```bash
#!/bin/bash
# OpenROAD 26Q1-2900-gdf79404cd8, Yosys 0.63+post, stock flow scripts
make -C /OpenROAD-flow-scripts/flow DESIGN_CONFIG=/design/flow/config.mk WORK_HOME=/design/flow/orfs finish
```

## flow/config.mk

```make
export PLATFORM = sky130hd
export DESIGN_NAME = add
export DESIGN_NICKNAME = add
export VERILOG_FILES = /design/flow/design.v
export SDC_FILE = /design/flow/constraint.sdc
export NUM_CORES = 4
export LEC_CHECK = 1
export CORE_AREA = 10 10 70 70
export DIE_AREA = 0 0 80 80
```

## flow/constraint.sdc

```tcl
current_design add

set clk_period 10.0
set clk_io_pct 0.2

create_clock -name clk0 -period $clk_period

set non_clock_inputs [all_inputs -no_clocks]
set_input_delay [expr $clk_period * $clk_io_pct] -clock clk0 $non_clock_inputs
set_output_delay [expr $clk_period * $clk_io_pct] -clock clk0 [all_outputs]
```

==> results.tsv <==
metric	value	unit
pre-CTS setup slack	3.372	ns
core area	3416	um^2
Iteration-0 DRC Markers	30	
Crit-path slowest cell	clkdlybuf4s50_1	
fin. max-slew vios	0	
cycle use final	66.11	%
Routability Congestion	0.8661	
post-CTS setup buffers	0	
Critical Path Max Stage Delay	0.51	ns
chip area	6400	um^2
Min Clock Period, post-route	6.611	ns
Pre-antenna DRT Iters	4	
Reg power frac	0	%
Max Clk Rate	0.1513	GHz
Initial Util	21.94	%
MaxCap Viol Count	0	
hold crit path type	primary input to output pin	
most frequent cell on the critical path	clkdlybuf4s50_1	
first-pass GRT wire length	3705	um
# setup viols final	0	
Die Ht	80	um
crit start category	primary input	
Gate power share	100.0	%
leakage power	0.5124	nW
worst-path fanout max	3	
clock share of power	0	%
critical path arrival	4.61	ns
tool warnings	33	
# diodes	0	
worst vdd ir	0.01754	mV
yosys warns	0	
site row count	21	
Yosys cell types	35	
yosys stat cell total	110	
most used logic cell in the final layout	clkdlybuf4s50_1	
vias in the first global route	850	
final setup TNS	0	ns
Slew @ Worst Pin	0.2981	ns
NetSw	0.02985	mW
Die X	80	um
cell internal pwr	0.04711	mW
share of layout cells above drive strength 1	4.000	%
clk_buf instances	0	
Slew HR	80.13	%
sw frac	38.79	%
Flops	0	
count of input and output buffers	42	
Cell Chain, Critical Path	clkdlybuf4s50_1 -> ha_1 -> inv_1 -> fa_1 -> and2b_1 -> o2111ai_2 -> a21o_1 -> and2_4 -> o311ai_2 -> clkdlybuf4s50_1	
area grow syn2layout	62.77	%
crit path DRT	8.00	ns
most frequent logic cells in the routed design	clkdlybuf4s50_1, nor2_1, ha_1	
Fin. Hold Viols	0	
status	finished, final reports clean	
WHS	5.024	ns
chip area in the Yosys report	749.5	um^2
# DRC	0	
synthesized cell area	749.5	um^2
Seq/Total Area, Yosys	0	%
Mapped Cells	110	
Vias/cell	4.490	
final WL	2236	um
Routed WL per cell	11.41	um
FF/Latch Area	0	um^2
Fill cells	374	
largest net degree at the start of global routing	11	
Worst setup EP type	output pin	
Post-DP HPWL	1972	um
total gr overflow	0	
logic area	715.7	um^2
cts hold-fix bufs	0	
Power Density	63.09	nW/um^2
Avg Cell Area, Syn	6.813	um^2
I/O Pins	43	
DR vias	880	
post-CTS resize count	0	
Setup WS post-layout	3.389	ns
initial antenna violation count	0	
Antenna Nets Post-Route	0	
RSZ-0062 raised after global routing	false	
Tot GR Track Use	6.616	%
overall power	0.07696	mW
CP Class	primary input to output pin	
## metrics by stage
step,instances,instance area [um^2],utilization (%)
2_1_floorplan,110,749.5,-
3_3_place_gp,196,1220,35.71
3_5_place_dp,196,1220,35.71
4_1_cts,196,1220,35.71
5_1_grt,196,1220,35.71
6_report,196,1220,35.71
## cell usage after synthesis, types with 3 or more instances
| cell | n | area, um^2 |
|---|---|---|
| nand2b_1 | 3 | 18.77 |
| ha_1 | 13 | 162.7 |
| nor2_1 | 18 | 67.56 |
| o21ai_0 | 3 | 15.01 |
| nor3_1 | 3 | 15.01 |
| xnor2_1 | 5 | 43.79 |
| o21ai_1 | 3 | 15.01 |
| nand2_1 | 8 | 30.03 |
| nand4_1 | 3 | 18.77 |
| inv_1 | 7 | 26.28 |
| a21o_1 | 5 | 37.54 |
| nor2b_1 | 3 | 18.77 |
| a21oi_1 | 8 | 40.04 |
| nand3_1 | 3 | 15.01 |
## worst paths after layout
kind | slack (ns) | start | endpoint | depth (start not counted)
worst min-delay path | 5.02 | in_2[0] | out_1[0] | 3
worst max-delay path | 3.39 | in_1[0] | out_1[12] | 10
## power groups by stage
| stage | registers, mW | logic [mW] | clock network, mW |
|---|---|---|---|
| 5_1_grt | 0 | 0.0864 | 0 |
| 4_1_cts | 0 | 0.0780 | 0 |
| 6_report | 0 | 0.0770 | 0 |
## critical path: cells and delay by family
kind	cells	cell delay [ns]
simple gates	2	0.42
buf+inv	3	1.02
compound gates	3	0.61
fa+ha+maj	2	0.55
## kinds of logic (layout without fill, tap and decap cells)
kind of cell	after synthesis	in the layout	synth area share (%)
simple gates	47	47	30.22
compound gates	34	34	33.89
fa+ha+maj	14	14	24.37
buf+inv	9	49	4.509
xor+xnor	6	6	7.012
## final cells by class
cell class / instances / area share [%]
multi-input cells: 101 / 58.67
repair buffers: 42 / 34.46
well taps: 46 / 4.718
inverters: 7 / 2.154
## metal layers
layer / routed length [um] / track usage, %
met5: 0 / 0
met4: 0 / 0
met3: 220 / 2.159
met2: 890 / 9.872
met1: 1125 / 9.543
Power is estimated from default activity; no workload was simulated.
